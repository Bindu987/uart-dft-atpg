==> design/flow/design.v <==
`timescale 1ns / 1ps
`timescale 1ns / 1ps
module scan_dff (
    input clk,
    input d,
    input scan_in,
    input scan_enable,
    output reg q
);
    always @(posedge clk) begin
        if (scan_enable)
            q <= scan_in;
        else
            q <= d;
    end
endmodule
module uart_tx_scan (
    input clk,
    input reset,
    input tx_start,
    input [7:0] tx_data,
    input scan_enable,
    input scan_in,
    output scan_out,
    output tx_out,
    output tx_done
);
    wire [2:0] state;
    wire [2:0] bit_count;
    wire [7:0] tx_shift_reg;
    wire [2:0] next_state;
    wire [2:0] bit_count_d;
    wire [7:0] tx_shift_d;
    wire [13:0] scan_chain;
    scan_dff s0 (.clk(clk), .d(next_state[0]), .scan_in(scan_chain[0]), .scan_enable(scan_enable), .q(state[0]));
    scan_dff s1 (.clk(clk), .d(next_state[1]), .scan_in(scan_chain[1]), .scan_enable(scan_enable), .q(state[1]));
    scan_dff s2 (.clk(clk), .d(next_state[2]), .scan_in(scan_chain[2]), .scan_enable(scan_enable), .q(state[2]));
    scan_dff bc0 (.clk(clk), .d(bit_count_d[0]), .scan_in(scan_chain[3]), .scan_enable(scan_enable), .q(bit_count[0]));
    scan_dff bc1 (.clk(clk), .d(bit_count_d[1]), .scan_in(scan_chain[4]), .scan_enable(scan_enable), .q(bit_count[1]));
    scan_dff bc2 (.clk(clk), .d(bit_count_d[2]), .scan_in(scan_chain[5]), .scan_enable(scan_enable), .q(bit_count[2]));
    genvar i;
    generate
        for (i = 0; i < 8; i = i + 1) begin : shift_ff
            scan_dff reg_dff (
                .clk(clk),
                .d(tx_shift_d[i]),
                .scan_in(scan_chain[i+6]),
                .scan_enable(scan_enable),
                .q(tx_shift_reg[i])
            );
        end
    endgenerate
    assign scan_chain[0] = scan_in;
    assign scan_chain[13:1] = scan_chain[12:0];
    assign scan_out = scan_chain[13];
    assign next_state = (reset) ? 3'b000 :
                        (state == 3'b000 && tx_start) ? 3'b001 :
                        (state == 3'b001) ? 3'b010 :
                        (state == 3'b010 && bit_count == 3'd7) ? 3'b011 :
                        (state == 3'b011) ? 3'b100 :
                        (state == 3'b100) ? 3'b000 : state;
    assign bit_count_d = (state == 3'b010) ? bit_count + 1 : 3'd0;
    assign tx_shift_d = (state == 3'b001) ? tx_data :
                        (state == 3'b010) ? {1'b0, tx_shift_reg[7:1]} :
                        tx_shift_reg;
    assign tx_out = (state == 3'b000) ? 1'b1 :                   
                    (state == 3'b001) ? 1'b0 :                   
                    (state == 3'b010) ? tx_shift_reg[0] :       
                    1'b1;                                       
    assign tx_done = (state == 3'b100);   
endmodule
==> design/flow/run.sh <==
#!/bin/bash
# OpenROAD 26Q1-2900-gdf79404cd8, Yosys 0.63+post, stock flow scripts
make -C /OpenROAD-flow-scripts/flow DESIGN_CONFIG=/design/flow/config.mk WORK_HOME=/design/flow/orfs finish
==> design/flow/config.mk <==
export PLATFORM = sky130hd
export DESIGN_NAME = uart_tx_scan
export DESIGN_NICKNAME = uart_tx_scan
export VERILOG_FILES = /design/flow/design.v
export SDC_FILE = /design/flow/constraint.sdc
export NUM_CORES = 4
export LEC_CHECK = 1
export CORE_AREA = 10 10 81 81
export DIE_AREA = 0 0 91 91
==> design/flow/constraint.sdc <==
current_design uart_tx_scan

set clk_period 3.3
set clk_io_pct 0.2

create_clock -name clk0 -period $clk_period [get_ports {clk}]

set non_clock_inputs [all_inputs -no_clocks]
set_input_delay [expr $clk_period * $clk_io_pct] -clock clk0 $non_clock_inputs
set_output_delay [expr $clk_period * $clk_io_pct] -clock clk0 [all_outputs]
==> impl_metrics.env <==
# implementation run metrics
export IMPL_ys_flops=14
export IMPL_dp_hpwl_um=1210
export IMPL_place_inst=151
export IMPL_ant_nets=0
export IMPL_post_route_period_util_pct=73.0
export IMPL_ys_cells=75
export IMPL_dr_pass1_iters=3
export IMPL_die_w_um=91
export IMPL_antenna_found_initial=0
export IMPL_yosys_stat_chipArea_um2=779
export IMPL_slew_headroom_pct=52.0
export IMPL_whs_endpoint="bc0.q"
export IMPL_drc=0
export IMPL_hold_path_class="reg -> reg"
export IMPL_fill_cells=539
export IMPL_drive_gt1_share_pct=10.2
export IMPL_syn_area_um2=779
export IMPL_ys_warn_count=1
export IMPL_io_buffer_count=15
export IMPL_crit_slowest_cell="edfxtp_1"
export IMPL_post_cts_setup_buffer_count=0
export IMPL_r2r_end="shift_ff[5].reg_dff.q"
export IMPL_synth_most_common_cell="a21oi_1"
export IMPL_crit_path_max_fanout=10
export IMPL_holdWs_ns=0.455
export IMPL_clkTransAtPathRegs_ns=0.06
export IMPL_required_ns=2.64
export IMPL_hold_path_cell_count=1
export IMPL_yosysTopAreaCell="edfxtp_1"
export IMPL_cts_buffers=3
export IMPL_std_cell_rows=25
export IMPL_warning_count=25
export IMPL_core_area_mm2=0.00482
export IMPL_maxCapViolations=0
export IMPL_drt_total_wl_um=1570
export IMPL_hold_buffers=0
export IMPL_synthArstFlopShare_pct=0
export IMPL_run_status="complete, no violations"
export IMPL_endpoint_kind="output port"
export IMPL_chip_area_mm2=0.00828
export IMPL_syn_instance_count=75
export IMPL_critPathArrivalTime_ns=1.75
export IMPL_path_cells="nor2b_1, nor2b_1, o21bai_1, clkdlybuf4s50_1"
export IMPL_vias=586
export IMPL_fin_cells=155
export IMPL_reg2reg_depth=3
export IMPL_avgRoutedWirePerCell_um=10.1
export IMPL_grt_pass1_vias=558
export IMPL_cts_root_buf="clkbuf_8"
export IMPL_grt_setup_unrepaired="false"
export IMPL_cp_common_cell="nor2b_1"
export IMPL_syn_area_per_cell_um2=10.4
export IMPL_grt_max_degree=15
export IMPL_ys_seq_share_pct=50.1
export IMPL_ff_type="edfxtp_1"
export IMPL_initCoreUtil_pct=16.2
export IMPL_setup_worst_path_class="reg -> out"
export IMPL_fin_crit_ns=2.41
export IMPL_area_leaders="edfxtp_1 (42%), a21oi_1 (10%), dfxtp_1 (7.7%)"
export IMPL_finalClockSkew_ns=0.000347
export IMPL_final_hold_violation_count=0
export IMPL_drt_vias_per_instance=3.78
export IMPL_syn_to_final_growth_pct=30.8
export IMPL_cts_tree="done"
export IMPL_antenna_cells=0
export IMPL_crit_family="flip-flops"
export IMPL_ff2ff_setup_slack_ns=1.47
export IMPL_worst_slew_pin_slew_ns=0.719
export IMPL_p_leak_nw=0.366
export IMPL_hp_start="bc0.q"
export IMPL_yosysUniqueCellTypes=25
export IMPL_critPathMaxStageDelay_ns=0.53
export IMPL_die_height_um=91
export IMPL_htreeDepth=1
export IMPL_clk_insertion_delay_late_ns=0.24
export IMPL_clock_sinks=14
export IMPL_grtUsageTotal_pct=3.63
export IMPL_power_uw=481
export IMPL_cellPowerDensity_mw_per_mm2=472
export IMPL_gp_congestion=0.750
export IMPL_critPathLaunchType="register"
export IMPL_edf_count=11
export IMPL_r2r_start="s1.q"
export IMPL_common_cells="a21oi_1 (16), nand2_1 (13), edfxtp_1 (11)"
export IMPL_cts_resized=0
export IMPL_path_depth=4
export IMPL_cts_buffer_depth=2
export IMPL_clock_fmax_ghz=0.415
export IMPL_fin_util_pct=21.2
export IMPL_finalSetupViolCount=0
export IMPL_peakVddDrop_mv=0.277
export IMPL_overflow=0
export IMPL_ios=16
export IMPL_setup_tns_final_ns=0
export IMPL_crit_buf_inv=1
export IMPL_drv_slew=0
export IMPL_top_cell_area_share_pct=42.4
export IMPL_grt_first_pass_wirelength_um=2520
export IMPL_drtIter0Drc=48
==> per-layer routing <==
metal | part of all wire [%] | vias to the layer above | track usage, % | wire, um
met5 | 0 | - | 0 | 0
met4 | 0.76 | 0 | 0.392 | 12
met3 | 5.5 | 2 | 1.66 | 86
met2 | 45 | 11 | 5.43 | 712
met1 | 48 | 279 | 4.89 | 762
li1 | - | 294 | - | -
==> through the flow <==
stage	worst slack (ns)	cell area, um^2
3_3_place_gp	1.00	965
3_5_place_dp	0.997	965
6_report	0.889	1020
2_1_floorplan	1.70	779
4_1_cts	0.862	1020
5_1_grt	0.773	1020
==> flip-flops by register name, indices dropped and copies added (netlist names) <==
name,count
shift_ff.reg_dff.q,8
s1.q,1
bc0.q,1
s2.q,1
bc1.q,1
bc2.q,1
s0.q,1
==> worst max-delay path by stage <==
stage,from,end,slack (ns)
finish,s1.q,tx_out,0.89
global route,s1.q,tx_out,0.77
CTS,s1.q,tx_out,0.86
==> placed cells by master (no fill, tap or decap), types with 2 or more instances in the layout <==
master / n
nand2_1: 13
a21oi_1: 16
ha_1: 2
nor2_1: 2
o21ai_0: 4
dfxtp_1: 3
clkdlybuf4s50_1: 15
nor2b_1: 3
o21bai_1: 2
edfxtp_1: 11
clkbuf_8: 4
==> cell families (layout without fill, tap and decap cells) <==
logic type,count (synthesis),in the layout,share of synthesized area [%]
flops,14,14,50.1
buf+inv,7,20,6.74
compound gates,25,25,18.6
mux,1,1,1.28
fa+ha+maj,2,2,3.21
simple gates,26,26,20.1
==> power by group <==
group	internal, mW	switching, mW
registers	0.218	0.0173
logic	0.0447	0.0380
clock network	0.105	0.0577
total	0.368	0.113
==> area by class of cell <==
cell class                 count  area, um^2  share of cell area [%]
tap                           67        83.8                    8.22
timing repair buffer          15         150                    14.7
clock buffer                   4        55.1                    5.40
sequential                    14         390                    38.3
multi-input combinational     54         337                    33.0
inverter                       1        3.75                   0.368
No activity file was given, so power comes from the tool's default toggle rates.
