==> ./design.v <==
`timescale 1ns / 1ps
module uart_tx (
    input        clk,
    input        reset,
    input        tx_start,
    input  [7:0] tx_data,
    output reg   tx_out,
    output reg   tx_done
);
    parameter IDLE  = 3'b000,
              START = 3'b001,
              SHIFT = 3'b010,
              STOP  = 3'b011,
              DONE  = 3'b100;
    reg [2:0] state, next_state;
    reg [2:0] bit_count;
    reg [7:0] tx_shift_reg;
    reg       tx_start_latched;
    always @(posedge clk or posedge reset) begin
        if (reset)
            tx_start_latched <= 1'b0;
        else if (state == IDLE && tx_start)
            tx_start_latched <= 1'b1;
        else if (state != IDLE)
            tx_start_latched <= 1'b0;
    end
    always @(posedge clk or posedge reset) begin
        if (reset)
            state <= IDLE;
        else
            state <= next_state;
    end
    always @(*) begin
        case (state)
            IDLE:  next_state = tx_start_latched ? START : IDLE;
            START: next_state = SHIFT;
            SHIFT: next_state = (bit_count == 3'd7) ? STOP : SHIFT;
            STOP:  next_state = DONE;
            DONE:  next_state = IDLE;
            default: next_state = IDLE;
        endcase
    end
    always @(posedge clk or posedge reset) begin
        if (reset) begin
            tx_out       <= 1'b1;   
            tx_done      <= 1'b0;
            tx_shift_reg <= 8'd0;
            bit_count    <= 3'd0;
        end else begin
            case (state)
                IDLE: begin
                    tx_out  <= 1'b1;
                    tx_done <= 1'b0;
                end
                START: begin
                    tx_out       <= 1'b0;             
                    tx_shift_reg <= tx_data;
                    bit_count    <= 3'd0;
                end
                SHIFT: begin
                    tx_out        <= tx_shift_reg[0];
                    tx_shift_reg  <= tx_shift_reg >> 1;
                    bit_count     <= bit_count + 1;
                end
                STOP: begin
                    tx_out <= 1'b1;   
                end
                DONE: begin
                    tx_done <= 1'b1;
                end
            endcase
        end
    end
endmodule
==> ./run.sh <==
#!/bin/bash
# OpenROAD 26Q1-2900-gdf79404cd8, Yosys 0.63+post, stock flow scripts
make -C /OpenROAD-flow-scripts/flow DESIGN_CONFIG=/design/flow/config.mk WORK_HOME=/design/flow/orfs finish
==> ./config.mk <==
export PLATFORM = sky130hd
export DESIGN_NAME = uart_tx
export DESIGN_NICKNAME = uart_tx
export VERILOG_FILES = /design/flow/design.v
export SDC_FILE = /design/flow/constraint.sdc
export NUM_CORES = 4
export LEC_CHECK = 1
export CORE_AREA = 10 10 99 99
export DIE_AREA = 0 0 109 109
==> ./constraint.sdc <==
current_design uart_tx

set clk_period 3.1
set clk_io_pct 0.2

create_clock -name clk0 -period $clk_period [get_ports {clk}]

set non_clock_inputs [all_inputs -no_clocks]
set_input_delay [expr $clk_period * $clk_io_pct] -clock clk0 $non_clock_inputs
set_output_delay [expr $clk_period * $clk_io_pct] -clock clk0 [all_outputs]
==> results.cfg <==
; implementation run metrics
[setup_path]
crit_buf_inv = 1
critical_path_class = register to output port
worstSetupStartpointType = register
worstPathArrival_ps = 1230
crit_path_end_kind = output port
r2r_cells = 3
startpoint = tx_out$_DFFE_PP1P_
max_stage_delay_ps = 530
cp.required_ps = 2480
crit_path_cell_trace = clkdlybuf4s50_1
path_max_fanout = 2
cp_slowest_cell = dfstp_2
rrSetupSlack_ps = 1440
rr_endpoint = tx_shift_reg[5]$_DFFE_PP0P_
crit_family = flip-flops
regToRegStartpoint = state[1]$_DFF_PP0_

[detailed_routing]
dr.first_iter.drc_count = 44
dr.pass1.iters = 4
drc = 0
vias_per_cell = 3.51
routedWlPerCell_um = 10.2
vias = 731
antenna_left = 0
wl_um = 2110
antenna_cells = 0

[clock_network]
htreeDepth = 1
cts_hold_buf = 0
numCtsBuffers = 3
cts_setup_buffers = 0
post_cts_resized = 0
clock-root-buffer = clkbuf_8
cts_buffer_depth = 2
clk_transition_reported_paths_ps = 60
cts_tree = done
clk_latency_ps = 250
cts.sinks = 17

[run_status]
outcome = finished, final reports clean

[sta]
period_used_pct = 59.7
rsz0062_at_grt = no
fin_worst_skew_ps = 1.64
setup_viol = 0
max-slew-margin-rel_pct = 47.8
setup_ws_ps = 1250
tightest_slew_ps = 783
slew_violations = 0
post-route-min-period_ps = 1850
timing.fmax_mhz = 540
hold_violations = 0
finalSetupTns_ps = 0

[floorplanning]
die_h_um = 109
coreArea_um2 = 7730
die_w_um = 109
initial_core_util_pct = 12.1
io_pins = 13
chipArea_um2 = 11900
row_count = 32

[finish]
final_area_um2 = 1180
largest_register_ffs = 8
lay_top_count = dfrtp_1
area_delta_synth_final_pct = 26.2
fin_util_pct = 15.2
layout-drive-gt1-share_pct = 11.3
lay_top_cells = dfrtp_1, clkdlybuf4s50_1, o21ai_0

[power]
ir_drop_mv = 0.195
p_leak_nw = 0.444
p_total_w = 0.00101
p_per_area_nw_per_um2 = 857

[logic_synthesis]
edf_count = 0
ys_area_um2 = 932
netlist_area_um2 = 932
async_flop_share_pct = 100
synth_seq_share_pct = 45.8
ff_type = dfrtp_1
ys_cells = 96
avgSynthCellArea_um2 = 9.71
ys_warn_count = 1
ys_seq_elements = 17
synthCells = 96
post_synth_num_cell_types = 35

[place]
gp_congestion = 0.743
place_ws_ps = 1430
portBuffers = 12
placed_cell_area_um2 = 1130
hpwl_um = 1500

[hold_path]
holdCritStartpoint = tx_out$_DFFE_PP1P_
whs_path_depth = 2
hold_end = tx_out$_DFFE_PP1P_
worstHoldPathType = register to register

[global_route]
grt_pass1_wl_um = 3600
grt_max_degree = 27
grt_antenna_before_repair = 0
grt_overflow_total = 0
grt_pass1_vias = 729
grt_util_all_layers_pct = 3.69

[job]
drv_cap = 0
warning_count = 25
worst max path at each step:
stage / to / slack [ps] / cells past startpoint
finish: tx_out / 1250 / 1
global route: tx_out / 1200 / 1
CTS: tx_out / 1230 / 1
cell families after synthesis:
family | after synthesis | synth area share (%)
DFF | 17 | 45.8
adders and majority gates | 2 | 2.68
buffers and inverters | 12 | 7.65
muxes | 3 | 3.36
and+or+nand+nor | 30 | 16.5
AOI/OAI and AO/OA | 32 | 24.0
area by class of cell:
class	instances	area (µm²)
inverters	6	22.5
repair buffers	12	120
flip-flops and latches	17	427
well taps	102	128
multi-input cells	67	434
fillers	858	6550
clock buffers	4	45.0
synth_stat cells (all sizes together), types with 2 or more instances:
master	number	area (µm²)
o221a	4	45.0
nand2	5	18.8
a22oi	2	15.0
nand3	2	10.0
o32a	2	20.0
a21oi	4	20.0
nand2b	2	12.5
nor2b	4	27.5
ha	2	25.0
o21ai	13	65.1
buf	5	45.0
nor2	8	35.0
mux2i	2	20.0
or3	2	12.5
inv	6	22.5
dfrtp	16	400
nor3	5	25.0
where the power goes:
part / internal [W] / leakage [nW] / switching (W)
logic: 0.000220 / 0.216 / 0.000161
clock network: 0.0000911 / 0.0228 / 0.0000709
registers: 0.000321 / 0.205 / 0.000144
stage by stage:
stage	hold WS (ps)	std cells
floorplan	448	96
global placement	471	204
detailed placement	477	204
CTS	487	208
global route	514	208
finish	478	208
per-layer routing:
| metal | GRT usage [%] | part of all wire (%) | vias to the layer above |
|---|---|---|---|
| li1 | - | - | 368 |
| met1 | 4.66 | 46 | 350 |
| met2 | 5.78 | 45 | 13 |
| met3 | 1.91 | 8.4 | 0 |
| met4 | 0.188 | 0 | 0 |
| met5 | 0 | 0 | - |
Power and IR drop assume default switching activity.
